--- ./design.v ---
module register_file (
    input         clk,
    input         we,              
    input  [4:0]  rs1_addr,        
    input  [4:0]  rs2_addr,        
    input  [4:0]  rd_addr,         
    input  [31:0] rd_data,         
    output [31:0] rs1_data,        
    output [31:0] rs2_data         
);
    reg [31:0] regs [0:31];        
    assign rs1_data = (rs1_addr == 5'd0) ? 32'd0 : regs[rs1_addr];
    assign rs2_data = (rs2_addr == 5'd0) ? 32'd0 : regs[rs2_addr];
    always @(posedge clk) begin
        if (we && (rd_addr != 5'd0)) begin
            regs[rd_addr] <= rd_data;
        end
    end
endmodule
--- ./run.sh ---
#!/bin/bash
# OpenROAD 26Q1-2900-gdf79404cd8, Yosys 0.63+post, stock flow scripts
make -C /OpenROAD-flow-scripts/flow DESIGN_CONFIG=/design/flow/config.mk WORK_HOME=/design/flow/orfs finish
--- ./config.mk ---
export PLATFORM = sky130hd
export DESIGN_NAME = register_file
export DESIGN_NICKNAME = register_file
export VERILOG_FILES = /design/flow/design.v
export SDC_FILE = /design/flow/constraint.sdc
export NUM_CORES = 4
export LEC_CHECK = 1
export CORE_UTILIZATION = 40
--- ./constraint.sdc ---
current_design register_file

set clk_period 5.9
set clk_io_pct 0.2

create_clock -name clk0 -period $clk_period [get_ports {clk}]

set non_clock_inputs [all_inputs -no_clocks]
set_input_delay [expr $clk_period * $clk_io_pct] -clock clk0 $non_clock_inputs
set_output_delay [expr $clk_period * $clk_io_pct] -clock clk0 [all_outputs]
==> summary.txt <==
Yosys cell types -> 39
vias in the first global route -> 31600
max cap viols -> 0
largest net degree at the start of global routing -> 75
initial DRC count -> 1770
sw frac -> 22.7%
setup repair bufs after CTS -> 0
Clock Path Buffers -> 3
vias per cell -> 6.38
Power Density -> 294 nW/um2
Core Region -> 118000 um2
CP max FO -> 37
via count -> 28400
internal power -> 12.5 mW
Port Buffers -> 112
dominant register cell -> edfxtp_1
CP Launch Type -> input pin
Sequential Power Share -> 50.3%
LEAKAGE -> 17.9 nW
clock sinks -> 1024
status -> complete, no violations
Post-synth ARST share -> 0%
most numerous logic cell after layout -> edfxtp_1
CTS tree -> done
Total GRT Usage -> 28.0%
total congestion overflow -> 0
GPL Wtd Cong -> 0.899
fin worst setup slack -> 0.543 ns
register area share after synthesis -> 64.2%
combinational group share of total power -> 9.3%
hold_buf cts -> 0
final worst path period need -> 5.36 ns
Slew @ Worst Pin -> 1.05 ns
yosys aoi share -> 6.15%
post-synthesis cell area -> 47900 um2
Worst Hold End -> regs[20][22]
fa+ha+maj area frac -> 0%
TritonCTS buffer count -> 105
final hold vios -> 0
Crit. End Element -> primary output
Psw -> 3.67 mW
# DRC -> 0
Largest Register -> regs
chip area -> 121000 um2
FF+latch count, synth -> 1024
max reg flops -> 1024
Mux area share -> 25.0%
die width -> 348 um
Routed Wire Length -> 155 mm
Chip Area, Yosys -> 47900 um2
layout cells sized above 1 -> 27.4%
first-pass GRT wire length -> 220 mm
yosys cell count -> 2564
Final TNS setup -> 0 ns
critical path required time -> 4.72 ns
RSZ-0062 raised after global routing -> no
fill cell count -> 9545
Post-DP HPWL -> 88.5 mm
maximum VDD drop -> 0.250 mV
Top Registers -> regs (1024)
initial antenna violation count -> 1
DR WL/cell -> 34.8 um
Reg clk slew, reported paths -> 0.06 ns
Syn Area/Cell -> 18.7 um2
cells after synthesis -> 2564
final antenna-violating net count -> 0
H-tree depth -> 3
Pre-Place Util -> 40.5%
Slew headroom -> 29.9%
clock share of power -> 40.4%
main logic family after synthesis -> multiplexers
Final Setup Violations -> 0
Max Slew Vio Count -> 0
Detailed Routing Iterations Pass 1 -> 5
IO Pins -> 113
Area Overhead vs Synth -> 15.1%
pre-CTS WS -> 0.541 ns
Hold Path Class -> input pin to register
Hold Crit Start -> rd_data[22]
Yosys warnings -> 1
post_cts resized -> 0
hold path cells -> 2
CTS Root Cell -> clkbuf_16
Peak Freq -> 187 MHz
Arrival @ worst endpoint -> 4.18 ns
OpenROAD warnings -> 26
Post-Synth XOR/XNOR Area -> 0%
simple share -> 2.18%
Row Count -> 126
post-route clock period utilization -> 90.8%
Setup CP Type -> input pin to primary output
number of enable flip-flop cells -> 1024
Top Layout Cells -> edfxtp_1, mux2i_1, mux4_2, buf_4, clkbuf_16
Die Y -> 348 um
-- cells in the mapped netlist (36+ instances only) --
cell / instances / area share (%)
edfxtp_1: 1024 / 64
mux2i_1: 320 / 6.7
mux4_2: 316 / 15
clkbuf_1: 98 / 0.77
nand2_1: 85 / 0.67
a22oi_1: 64 / 1.0
mux2_2: 64 / 1.5
o221ai_1: 64 / 1.2
a211oi_1: 53 / 0.83
buf_4: 53 / 0.83
buf_2: 50 / 0.52
o21ai_0: 50 / 0.52
a221oi_1: 38 / 0.69
nor2b_1: 37 / 0.48
mux4_1: 36 / 2.0
nor2_1: 36 / 0.28
-- how the worst max path moves through the flow --
stage / cells past startpoint / endpoint / start / slack (ns)
6_report: 7 / rs1_data[16] / rs1_addr[0] / 0.54
4_1_cts: 7 / rs1_data[16] / rs1_addr[0] / 0.51
5_1_grt: 7 / rs1_data[16] / rs1_addr[0] / 0.38
-- worst max-delay path: stages --
cell and delay (ns):
buf_6 0.48, buf_4 0.54, mux4_2 0.32, nor2b_1 0.16, a211oi_1 0.10, a311oi_1 0.71, clkdlybuf4s50_1 0.61
-- layout make-up --
cell class	instances	area, um2	share of cell area (%)
flip-flops and latches	1024	30700	55.7
clock inverters	61	584	1.06
inverters	2	8.76	0.0159
repair buffers	277	2650	4.81
diodes	1	2.50	0.00454
well taps	1600	2000	3.63
multi-input cells	1354	16400	29.7
clock buffers	129	2760	5.00
-- routing by layer --
layer  share of wire, %  track usage [%]  vias up
met5              0.067             1.12        -
met4                4.0             8.70        4
met3                 20             25.0      357
met2                 45             39.4     2359
met1                 31             30.9    14200
li1                   -                -    11400
-- per-stage QoR --
stage | util (%) | power [mW] | instances | hold WS, ns | area [um2]
3_3_place_gp | 43.8 | 9.79 | 4257 | 1.99 | 51800
6_report | 46.6 | 16.2 | 4448 | 1.32 | 55200
2_1_floorplan | - | 9.12 | 2595 | 1.28 | 48000
4_1_cts | 46.6 | 16.3 | 4447 | 1.29 | 55200
3_5_place_dp | 43.8 | 9.81 | 4257 | 2.02 | 51800
5_1_grt | 46.6 | 16.7 | 4447 | 1.32 | 55200
-- power groups by stage --
stage	logic (mW)	registers, mW	clock network [mW]
after CTS	1.51	8.16	6.63
after global routing	1.59	8.17	6.90
final	1.51	8.16	6.55
-- logic make-up after synthesis --
group                  after synthesis
DFF                               1024
muxes                              736
AOI/OAI and AO/OA                  374
buffers and inverters              217
and+or+nand+nor                    212
other                                1
Power and IR drop assume default switching activity.
